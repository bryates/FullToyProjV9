[./run.sh]
#!/bin/bash
# OpenROAD 26Q1-2900-gdf79404cd8, Yosys 0.63+post, stock flow scripts
make -C /OpenROAD-flow-scripts/flow DESIGN_CONFIG=/design/flow/config.mk WORK_HOME=/design/flow/orfs finish
[./config.mk]
export PLATFORM = sky130hd
export DESIGN_NAME = Memory
export DESIGN_NICKNAME = Memory
export VERILOG_FILES = /design/flow/design.v
export SDC_FILE = /design/flow/constraint.sdc
export NUM_CORES = 4
export LEC_CHECK = 1
export CORE_UTILIZATION = 30
export SYNTH_MEMORY_MAX_BITS = 65536
[./constraint.sdc]
current_design Memory

set clk_period 5.2
set clk_io_pct 0.2

create_clock -name clk0 -period $clk_period [get_ports {clka}]
create_clock -name clk1 -period $clk_period [get_ports {clkb}]

set non_clock_inputs [all_inputs -no_clocks]
set_input_delay [expr $clk_period * $clk_io_pct] -clock clk0 $non_clock_inputs
set_output_delay [expr $clk_period * $clk_io_pct] -clock clk0 [all_outputs]
[./design.v]
`timescale 1ns / 1ps
module Memory #(
  parameter RAM_WIDTH = 18,                        
  parameter RAM_DEPTH = 1024,                      
  parameter PAGES = 1,                             
  parameter INIT_FILE = "",                        
  parameter RAM_PERFORMANCE = "HIGH_PERFORMANCE",   
  parameter HEX = 1
) (
  input [clogb2(RAM_DEPTH)-1:0] addra,  
  input [clogb2(RAM_DEPTH)-1:0] addrb,  
  input [RAM_WIDTH-1:0] dina,           
  input clka,                           
  input clkb,                           
  input wea,                            
  input enb,                            
  input rstb,                           
  input regceb,                         
  input [PAGES/2-1:0]pagea,               
  input [PAGES/2-1:0]pageb,               
  input [4:0]nent_i0,                    
  output [4:0]nent_o0,                   
  input [4:0]nent_i1,                    
  output [4:0]nent_o1,                   
  input [4:0]nent_i2,                    
  output [4:0]nent_o2,                   
  input [4:0]nent_i3,                    
  output [4:0]nent_o3,                   
  input [4:0]nent_i4,                    
  output [4:0]nent_o4,                   
  input [4:0]nent_i5,                    
  output [4:0]nent_o5,                   
  input [4:0]nent_i6,                    
  output [4:0]nent_o6,                   
  input [4:0]nent_i7,                    
  output [4:0]nent_o7,                   
  output [RAM_WIDTH-1:0] doutb          
);
  (* ram_style = "block" *) reg [RAM_WIDTH-1:0] BRAM [PAGES*RAM_DEPTH-1:0];
  reg [RAM_WIDTH-1:0] ram_data = {RAM_WIDTH{1'b0}};
  reg [4:0] nevt [PAGES-1:0];
  reg [4:0] nent = 4'b0;
  reg [3+PAGES/2:0] paddra, paddrb;
  generate
    if (INIT_FILE != "") begin: use_init_file
      initial
        if (HEX)
            $readmemh(INIT_FILE, BRAM, 0, PAGES*RAM_DEPTH-1);
        else
            $readmemb(INIT_FILE, BRAM, 0, PAGES*RAM_DEPTH-1);
    end else begin: init_bram_to_zero
      integer ram_index;
      initial
        for (ram_index = 0; ram_index < PAGES*RAM_DEPTH; ram_index = ram_index + 1)
          BRAM[ram_index] = {RAM_WIDTH{1'b0}};
    end
    initial nent = nent_i1;
  endgenerate
  always @(posedge clka)
    if (wea)
    begin
        BRAM[addra] <= dina;
    end
  always @(posedge clkb)
    if (enb)
    begin
      ram_data <= BRAM[addrb];
    end
  assign nent_o0 = nent_i0;
  assign nent_o1 = nent_i1;
  assign nent_o2 = nent_i2;
  assign nent_o3 = nent_i3;
  assign nent_o4 = nent_i4;
  assign nent_o5 = nent_i5;
  assign nent_o6 = nent_i6;
  assign nent_o7 = nent_i7;
  generate
    if (RAM_PERFORMANCE == "LOW_LATENCY") begin: no_output_register
       assign doutb = ram_data;
    end else begin: output_register
      reg [RAM_WIDTH-1:0] doutb_reg = {RAM_WIDTH{1'b0}};
      always @(posedge clkb)
        if (rstb)
          doutb_reg <= {RAM_WIDTH{1'b0}};
        else if (regceb)
          doutb_reg <= ram_data;
      assign doutb = doutb_reg;
    end
  endgenerate
  function integer clogb2;
    input integer depth;
      for (clogb2=0; depth>1; clogb2=clogb2+1)
        depth = depth >> 1;
  endfunction
endmodule
==> summary.txt <==
run metrics: Post-synth EDFFs 18500, sequential-to-total area share from yosys stat 0.777, library cells used by synthesis 99, XOR/XNOR Area Share 0, Yosys top cell by area edfxtp_1, Basic Gates by Area 0.0178, Stopped at synthesis (1_2_yosys), outcome did not finish, ys flop type edfxtp_1, Compound Share, Synth 0.0277, First Error ERROR: Found 5 problems in 'check -assert'., Synth top area share 0.777, Yosys reg bits 18500, top cells, area edfxtp_1 78%, mux4_2 13%, mux2i_1 2.4%, Adder-Cell Fraction of Synth Area 0, ys cells 32300, YS chip area 0.713 sq mm, Main logic family multiplexers, Synth Warn # 1, share of synthesized registers carrying an async set or reset 0, Synth mux share 0.156
cell usage after synthesis, drive strengths merged (76+ instances only):
cell and number:
o21ai 309, edfxtp 18500, buf 1455, mux2i 1738, nand3 238, a21oi 557
a221oi 81, nor3 176, mux4 4131, a31oi 136, nand4 76, nor2 1310
o221ai 486, nand2 879, o22ai 515, clkbuf 553, a22oi 297
kinds of logic after synthesis:
kind of cell / Yosys count
buffers and inverters: 2018
and+or+nand+nor: 2972
muxes: 5927
DFF: 18500
other: 1
AOI/OAI and AO/OA: 2865
